==> /design/flow/run.sh <==
#!/bin/bash
# OpenROAD 26Q1-2900-gdf79404cd8, Yosys 0.63+post, stock flow scripts
make -C /OpenROAD-flow-scripts/flow DESIGN_CONFIG=/design/flow/config.mk WORK_HOME=/design/flow/orfs finish
==> /design/flow/config.mk <==
export PLATFORM = sky130hd
export DESIGN_NAME = top_spi_fifo_wrapper
export DESIGN_NICKNAME = top_spi_fifo_wrapper
export VERILOG_FILES = /design/flow/design.v
export SDC_FILE = /design/flow/constraint.sdc
export NUM_CORES = 4
export LEC_CHECK = 1
export CORE_UTILIZATION = 50
==> /design/flow/constraint.sdc <==
current_design top_spi_fifo_wrapper

set clk_period 6.7
set clk_io_pct 0.2

create_clock -name clk0 -period $clk_period [get_ports {clk}]

set non_clock_inputs [all_inputs -no_clocks]
set_input_delay [expr $clk_period * $clk_io_pct] -clock clk0 $non_clock_inputs
set_output_delay [expr $clk_period * $clk_io_pct] -clock clk0 [all_outputs]
==> /design/flow/design.v <==
module top_spi_fifo_wrapper (
    input  wire       clk,
    input  wire       rst_n,
    input  wire       start_sample,    
    input  wire       din1,            
    input  wire       fifo_pop,        
    output wire       cs_n,
    output wire       sclk,
    output wire       ready,
    output wire       done,
    output wire [7:0] fifo_dout,
    output wire       fifo_empty,
    output wire       fifo_full
);
  wire        write_to_fifo;
  wire [7:0]  adc_data;
  spi_adc_with_fifo_wr u_spi_adc (
    .clk(clk),
    .reset_n(rst_n),
    .sample(start_sample),
    .din1(din1),
    .cs_n(cs_n),
    .sclk(sclk),
    .write_to_fifo(write_to_fifo),
    .ready(ready),
    .done(done),
    .adc1_dout(adc_data)
  );
  fifo_top u_fifo (
    .rst_n(rst_n),
    .clk(clk),
    .en(1'b1),               
    .push_in(write_to_fifo),  
    .pop_in(fifo_pop),       
    .din(adc_data),          
    .dout(fifo_dout),
    .empty(fifo_empty),
    .full(fifo_full)
  );
endmodule
`timescale 1ns / 1ps
module fifo_top(
    input  wire        rst_n,
    input  wire        clk,
    input  wire        en,
    input  wire        push_in,
    input  wire        pop_in,
    input  wire [7:0]  din,
    output wire [7:0]  dout,
    output wire        empty,
    output wire        full
);
parameter clk_freq = 100000000;
parameter baud_rate = 115200;   
localparam clkcount = (clk_freq/baud_rate);  
integer count = 0;
reg sclk;
always@(posedge clk)
    begin
     if (!rst_n) begin
        count <= 0;
        sclk <= 0;
        end else if(count < clkcount/2)
        count <= count + 1;
        else begin
        count <= 0;
        sclk <= ~sclk;
      end 
end
reg  [7:0] mem [15:0];
reg  [3:0] waddr = 0;
wire       push, pop;
reg empty_t = 0;
always @(posedge sclk) begin
    if (rst_n == 1'b0)
        empty_t <= 1'b0;
    else begin
        case ({push, pop})
            2'b01:   empty_t <= (~|(waddr) | ~en);
            2'b10:   empty_t <= 1'b0;
            default: empty_t <= (~|(waddr) | ~en);
        endcase
    end
end
reg full_t = 0;
always @(posedge sclk ) begin
    if (rst_n == 1'b0)
        full_t <= 1'b0;
    else begin
        case ({push, pop})
            2'b10: full_t <= (&(waddr) | ~en);
            2'b01: full_t <= 1'b0;
            default: full_t <= (&(waddr) | ~en)  ;
        endcase
    end
end
assign push = push_in & ~full_t;
assign pop  = pop_in  & ~empty_t;
assign dout = mem[0];
always @(posedge sclk ) begin
    if (rst_n == 1'b0)
        waddr <= 4'h0;
    else begin
        case ({push, pop})
            2'b10: if (waddr != 4'hf && !full_t) waddr <= waddr + 1;
            2'b01: if (waddr != 0 && !empty_t)   waddr <= waddr - 1;
            default: ;
        endcase
    end
end
integer i;
always @(posedge sclk) begin
    if (rst_n == 1'b0) begin
        for (i = 0; i < 16; i = i + 1)
            mem[i] <= 8'h00;
    end
    else begin
        case ({push, pop})
            2'b00: ;  
            2'b01: begin  
                for (i = 0; i < 15; i = i + 1)
                    mem[i] <= mem[i+1];
                mem[15] <= 8'h00;
            end
            2'b10: begin  
                mem[waddr] <= din;
            end
            2'b11: begin  
                for (i = 0; i < 15; i = i + 1)
                    mem[i] <= mem[i+1];
                mem[15] <= 8'h00;
                mem[waddr - 1] <= din;
            end
        endcase
    end
end
assign empty = empty_t;
assign full  = full_t;
endmodule
`timescale 1ns / 1ps
module spi_adc_with_fifo_wr(
    input  wire        clk,         
    input  wire        reset_n,     
    input  wire        sample,      
    input  wire        din1,        
    output reg         cs_n,        
    output reg         sclk,
    output reg         write_to_fifo,       
    output reg         ready,
    output reg         done,
    output wire [7:0] adc1_dout   
);
reg  [3:0]  bit_count;               
reg  [15:0] adc1_data, adc2_data;    
assign adc1_dout = (state == SEND_FIRST_BYTE ) ? adc1_data[7:0] : (state == SEND_SECOND_BYTE)? {4'h0,adc1_data[11:8]} : 12'h0;
parameter IDLE             = 3'd0,
          SAMPLE           = 3'd1,
          READ_DONE        = 3'd3,
          SEND_FIRST_BYTE  = 3'd4,
          SEND_SECOND_BYTE = 3'd5,
          DONE             = 3'd6;
reg [2:0] state, nstate;            
parameter clk_freq = 100000000;
parameter baud_rate = 115200;   
localparam clkcount = (clk_freq/baud_rate);  
integer count = 0;
always@(posedge clk)
    begin
     if (!reset_n) begin
        count <= 0;
        sclk <= 0;
        end else if(count < clkcount/2)
        count <= count + 1;
        else begin
        count <= 0;
        sclk <= ~sclk;
      end 
end
always @(posedge sclk) begin
    if (!reset_n) begin
        bit_count  <= 0;
        adc1_data  <= 16'h0000;
        adc2_data  <= 16'h0000;
    end else if (state == SAMPLE && bit_count != 4'd15) begin
        bit_count  <= bit_count + 1;
        adc1_data  <= {adc1_data[14:0], din1};   
    end else begin
        bit_count <= 0;
    end
end
always @(posedge sclk) begin
    if (!reset_n)
        state <= IDLE;
    else
        state <= nstate;
end
always @(*) begin
    case (state)
        IDLE: begin
            if (sample)
                nstate = SAMPLE;
            else
                nstate = IDLE;
        end
        SAMPLE: begin
            if (bit_count == 4'd15)
                nstate = READ_DONE;
            else
                nstate = SAMPLE;
        end
        READ_DONE: begin
            nstate = SEND_FIRST_BYTE;
        end
        SEND_FIRST_BYTE:begin
            nstate = SEND_SECOND_BYTE;
        end
        SEND_SECOND_BYTE:begin
            nstate = DONE;
        end
        DONE:begin
            nstate = IDLE;
        end
        default: begin
            nstate = IDLE;
        end
    endcase
end
always @(*) begin
    case (state)
        IDLE: begin
            write_to_fifo = 0;
            cs_n  = 1;    
            ready = 1;    
            done  = 0;
        end
        SAMPLE: begin
            write_to_fifo = 0;
            cs_n  = 0;    
            ready = 0;    
            done  = 0;
        end
        READ_DONE: begin
            write_to_fifo = 0;
            cs_n  = 1;    
            ready = 0;    
            done  = 0;
        end
       SEND_FIRST_BYTE:begin
            write_to_fifo = 1;
            cs_n  = 1;    
            ready = 0;    
            done  = 0; 
       end
      SEND_SECOND_BYTE:begin
            write_to_fifo = 1;
            cs_n  = 1;    
            ready = 0;    
            done  = 0; 
       end
       DONE: begin
            write_to_fifo = 0;
            cs_n  = 1;    
            ready = 1;    
            done  = 1; 
       end
        default: begin
            cs_n  = 1;
            ready = 1;
            done  = 0;
        end
    endcase
end
endmodule
==> notes.md <==
From the run reports.

- Detailed-route iteration 0 reported a violation count of 393.
- The count of different cell masters after synthesis reads 47.
- The clock passes through at most 2 buffers.
- The estimated wirelength of the detail-placed design is 13,200 um.
- On the reported timing paths, the clock transition at the registers reads 0.06 ns.
- Cell internal power was estimated by the tool at 715 uW.
- In the final run the clock tree shows a worst skew of a little over 0.006 ns.
- The required time of the critical path reads 5.36 ns.
- The number of buffers added to fix hold violations after cts reads 0.
- The number of top-level design ports is 19.
- The total number of yosys warnings reads 2.
- The H-tree depth reads 3.
- Across the run, the number of max-cap violations was 0.
- The later pin in the worst-skew pair is clocked with a latency of 0.34 ns.
- The mean area per synthesized cell reads 10.6 um2.
- The sequential cell area in the final layout is 0.00574 mm2.
- The routed design uses 9340 um of met2 wire.
- The run finished with clean final reports.
- The power per cell area is 84.1 mW/mm2.
- The chip area estimate from yosys synthesis reads 0.0106 mm2.
- The via count of the first global-routing pass reads ~7.0k.
- The routed metal-1 wire length reads 9580 um.
- The synthesized design spends more area on one cell type than any other, namely sky130_fd_sc_hd__edfxtp_1.
- Clock tree synthesis inserted a total of 9 buffers.
- The CTS tree reads yes.
- The switching portion of total power comes to around 24%.
- The utilization of the core after routing is 55.1%.
- The number of synthesized flops with an enable pin is 128.
- After synthesis, the share of flip-flops with an asynchronous set or reset is 0%.
- The total count of hold-check failures in the final report is 0.
- The number of diodes added for antenna fixing reads 0.
- The number of gates resized after CTS is 0.
- Setup repair after global routing left no endpoint under its margin.
- The wire length of the first global-routing pass is 34,000 um.
- The height of the die reads 147 um.
- The net switching power figure reads 232 uW.
- After floorplanning, the core was divided into 52 placement rows.
- The max-slew violation total from the final report reads 0.
- The data arrival time of the worst path is about 1.7 ns.
- The initial antenna violation count was 0.
- STA lists the maximum fanout along the critical path as 25.
- The routed wirelength normalized by instance count is 16.1 um.
- The buffer cell driving the clock tree root is sky130_fd_sc_hd__clkbuf_16.
- The global-route usage over all layers is approximately a fifth.
- The share of power burned in combinational logic reads 6.5%.
- STA classifies the critical path endpoint as an output port.
- Per STA, the worst path is made up of clkdlybuf4s50_1.
- The routability congestion estimate reads just over 0.8.
- The floorplan die width is ~150 um.
- The number of buffers inserted by post-CTS setup repair reads 0.
- The total vias in the final route reads 7,328.
- The share of the synthesized area in the top cell type reads approximately 36%.
- The number of iterations in the first detailed-routing pass is 5.
- The aggregate global routing overflow is 0.
- The aggregate routed wire length reads 20,100 um.
- The timer found ~160 register pins that no clock reaches; their paths are not timed.
- In this run the static leakage power is 0.00402 uW.
- Per STA, the highest per-stage delay on the worst path measures 0.77 ns.
- The master of the slowest instance on the critical path is sky130_fd_sc_hd__dfxtp_1.
- The transition time recorded at the tightest slew-check pin is 0.829 ns.
- The pin count of the biggest net entering global routing reads approximately 72.
- The highest supply drop recorded on VDD is 0.000118 V.
- The post-route netlist has roughly 5.2% of its cells at a drive strength greater than 1.
- Per the OpenROAD floorplan log, the area of the core is 0.0204 mm2.
- After detailed routing, the number of remaining DRC violations is 0.
- The synthesized netlist handed to floorplanning was reported with a cell count of 997.
- In the post-synthesis netlist, the biggest area contributors are sky130_fd_sc_hd__edfxtp_1 36%, sky130_fd_sc_hd__dfxtp_1 18%, sky130_fd_sc_hd__mux2i_1 12%, sky130_fd_sc_hd__nand2_1 6.7%, sky130_fd_sc_hd__a211oi_1 2.5%.
- The count of endpoints failing setup in the final report is 0.
- After synthesis the cells add up to around 0.011 mm2.
- The area of combinational cells with multiple inputs reads 0.00447 mm2.
- The sum of negative setup slack is 0 ns.
- Per the Yosys statistics, synthesis produced 997 cells.
- The floorplan-stage core utilization reads about half.
- Counting both buffers and inverters, the worst setup path holds a total of 1.
- The share of power burned in the clock network is 49.8%.
- The total of fill cells in the finished design is 1,712.
- The share of the clock period used by the worst path after layout is 45.3%.
- Sorting the synthesized cells by how often they occur yields 189 x sky130_fd_sc_hd__nand2_1, 128 x sky130_fd_sc_hd__edfxtp_1, 125 x sky130_fd_sc_hd__mux2i_1.
- The number of warning messages in the logs reads 30.
- The startpoint class of the critical path reads a flop.
- The minimum clock period after layout is 3.04 ns.
- The die covers roughly 0.022 mm2.
- The kind of cell adding the most delay to the critical path is flip-flops.
- The type of the setup path with the least slack reads flop to output port.
- The remaining antenna violation count reads 0.
- Based on the critical path, the design can be clocked at up to 329 MHz.
- The met3 wire length reads between 1000 and 1500 um.
- As logged by OpenROAD, the buffers inserted on ports number 18.
- In this run the top signal layer used is met4.
- The normalized max-slew margin reads about 45%.
- The cell with the most instances after synthesis is sky130_fd_sc_hd__nand2_1.
- The number of unconstrained endpoints is 298.
- The post-synthesis sequential element count is around 220.
- Of the total power, registers draw 43.7%.
- Post-synth the commonest register cell is sky130_fd_sc_hd__edfxtp_1.
- The worst min-delay path category reads flop to flop.
- The via density per instance reads about 5.9.
- The layout overhead on the synthesized area is 6.68%.
-- flip-flops by register name, indices dropped and copies added (netlist names), 4 cells and up --
signal and cells:
u_spi_adc.count 32, u_fifo.count 32, u_spi_adc.bit_count 4, u_fifo.waddr 4
u_fifo.mem 128, u_spi_adc.adc1_data 12, u_spi_adc.state 6
-- worst paths after layout --
path / start / end / slack, ns / cells past startpoint
worst max register to register: u_spi_adc.count[0] / u_spi_adc.count[22] / 4.20 / 5
worst min register to register: u_spi_adc.count[31] / u_spi_adc.count[31] / 0.48 / 2
worst max-delay path: u_spi_adc.sclk / sclk / 3.66 / 1
worst min-delay path: u_spi_adc.count[31] / u_spi_adc.count[31] / 0.48 / 2
-- placed cells by master (no fill, tap or decap), drive strengths merged, types with 4 or more instances in the layout --
master         count
nor4              16
buf               21
and3               5
xnor2             14
a211oi            35
o31ai             23
nand2b            13
clkdlybuf4s50     17
nand3             22
xor2              14
nor3              34
and2               4
and4              13
o21ai             15
edfxtp           128
nor3b              4
ha                10
or4               24
nand2            189
clkbuf             9
o211ai             7
nor2              26
nand4             22
mux2i            125
dfxtp             94
a21oi             21
or3               15
inv               22
-- stage by stage --
stage	instance area (um2)	std cells	hold slack (ns)	worst slack (ns)	power (uW)
after global placement	11000	1233	0.468	3.60	482
after detailed placement	11000	1233	0.463	3.54	484
after floorplan	10600	997	0.427	4.21	466
after CTS	11300	1249	0.476	3.66	953
after global routing	11300	1249	0.508	3.55	978
final	11300	1249	0.476	3.66	946
-- power by group through the flow --
stage                 registers (uW)  logic, uW  clock network, uW
after CTS                        413       62.8                477
final                            413       61.9                471
after global routing             414       69.5                495
-- cells by family after synthesis --
family          count (synthesis)  share of synthesized area, %
simple gates                  402                          19.2
flops                         222                          54.3
mux                           125                          11.9
compound gates                116                          7.54
buf+inv                        93                          3.46
xor+xnor                       28                          2.32
fa+ha+maj                      10                          1.19
latches                         1                         0.142
-- final cells by class --
cell class                      instances  area share [%]
Inverter                               21           0.700
Multi-Input combinational cell        681            39.7
Clock buffer                            9            2.00
Tap cell                              270            3.00
Timing Repair Buffer                   38            2.89
Clock inverter                          7           0.700
Sequential cell                       223            51.0
-- metal layers --
metal / vias up / global-route usage (%)
met1: 3562 / 34.1
met5: - / 0
li1: 3604 / -
met4: 0 / 1.55
met2: 151 / 30.8
met3: 11 / 4.47
Power figures rest on the tool's default switching activity, not on a simulated workload.
