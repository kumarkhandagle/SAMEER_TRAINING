<file path="flow/config.mk">
export PLATFORM = sky130hd
export DESIGN_NAME = top_wrapper
export DESIGN_NICKNAME = top_wrapper
export VERILOG_FILES = /design/flow/design.v
export SDC_FILE = /design/flow/constraint.sdc
export NUM_CORES = 4
export LEC_CHECK = 1
export CORE_UTILIZATION = 40
</file>
<file path="flow/constraint.sdc">
current_design top_wrapper

set clk_period 5.1
set clk_io_pct 0.2

create_clock -name clk0 -period $clk_period [get_ports {clk}]

set non_clock_inputs [all_inputs -no_clocks]
set_input_delay [expr $clk_period * $clk_io_pct] -clock clk0 $non_clock_inputs
set_output_delay [expr $clk_period * $clk_io_pct] -clock clk0 [all_outputs]
</file>
<file path="flow/design.v">
`timescale 1ns / 1ps
module fifo_top(
    input  wire        rst_n,
    input  wire        clk,
    input  wire        en,
    input  wire        push_in,
    input  wire        pop_in,
    input  wire [7:0]  din,
    output wire [7:0]  dout,
    output wire        empty,
    output wire        full
);
parameter clk_freq = 100000000;
parameter baud_rate = 115200;   
localparam clkcount = (clk_freq/baud_rate);  
integer count = 0;
reg sclk;
always@(posedge clk)
    begin
     if (!rst_n) begin
        count <= 0;
        sclk <= 0;
        end else if(count < clkcount/2)
        count <= count + 1;
        else begin
        count <= 0;
        sclk <= ~sclk;
      end 
end
reg  [7:0] mem [15:0];
reg  [3:0] waddr = 0;
wire       push, pop;
reg empty_t = 0;
always @(posedge sclk) begin
    if (rst_n == 1'b0)
        empty_t <= 1'b0;
    else begin
        case ({push, pop})
            2'b01:   empty_t <= (~|(waddr) | ~en);
            2'b10:   empty_t <= 1'b0;
            default: empty_t <= (~|(waddr) | ~en);
        endcase
    end
end
reg full_t = 0;
always @(posedge sclk ) begin
    if (rst_n == 1'b0)
        full_t <= 1'b0;
    else begin
        case ({push, pop})
            2'b10: full_t <= (&(waddr) | ~en);
            2'b01: full_t <= 1'b0;
            default: full_t <= (&(waddr) | ~en)  ;
        endcase
    end
end
assign push = push_in & ~full_t;
assign pop  = pop_in  & ~empty_t;
assign dout = mem[0];
always @(posedge sclk ) begin
    if (rst_n == 1'b0)
        waddr <= 4'h0;
    else begin
        case ({push, pop})
            2'b10: if (waddr != 4'hf && !full_t) waddr <= waddr + 1;
            2'b01: if (waddr != 0 && !empty_t)   waddr <= waddr - 1;
            default: ;
        endcase
    end
end
integer i;
always @(posedge sclk) begin
    if (rst_n == 1'b0) begin
        for (i = 0; i < 16; i = i + 1)
            mem[i] <= 8'h00;
    end
    else begin
        case ({push, pop})
            2'b00: ;  
            2'b01: begin  
                for (i = 0; i < 15; i = i + 1)
                    mem[i] <= mem[i+1];
                mem[15] <= 8'h00;
            end
            2'b10: begin  
                mem[waddr] <= din;
            end
            2'b11: begin  
                for (i = 0; i < 15; i = i + 1)
                    mem[i] <= mem[i+1];
                mem[15] <= 8'h00;
                mem[waddr - 1] <= din;
            end
        endcase
    end
end
assign empty = empty_t;
assign full  = full_t;
endmodule
`timescale 1ns / 1ps
module spi_adc_with_fifo_wr(
    input  wire        clk,         
    input  wire        reset_n,     
    input  wire        sample,      
    input  wire        din1,        
    output reg         cs_n,        
    output reg         sclk,
    output reg         write_to_fifo,       
    output reg         ready,
    output reg         done,
    output wire [7:0] adc1_dout   
);
reg  [3:0]  bit_count;               
reg  [15:0] adc1_data, adc2_data;    
assign adc1_dout = (state == SEND_FIRST_BYTE ) ? adc1_data[7:0] : (state == SEND_SECOND_BYTE)? {4'h0,adc1_data[11:8]} : 12'h0;
parameter IDLE             = 3'd0,
          SAMPLE           = 3'd1,
          READ_DONE        = 3'd3,
          SEND_FIRST_BYTE  = 3'd4,
          SEND_SECOND_BYTE = 3'd5,
          DONE             = 3'd6;
reg [2:0] state, nstate;            
parameter clk_freq = 100000000;
parameter baud_rate = 115200;   
localparam clkcount = (clk_freq/baud_rate);  
integer count = 0;
always@(posedge clk)
    begin
     if (!reset_n) begin
        count <= 0;
        sclk <= 0;
        end else if(count < clkcount/2)
        count <= count + 1;
        else begin
        count <= 0;
        sclk <= ~sclk;
      end 
end
always @(posedge sclk) begin
    if (!reset_n) begin
        bit_count  <= 0;
        adc1_data  <= 16'h0000;
        adc2_data  <= 16'h0000;
    end else if (state == SAMPLE && bit_count != 4'd15) begin
        bit_count  <= bit_count + 1;
        adc1_data  <= {adc1_data[14:0], din1};   
    end else begin
        bit_count <= 0;
    end
end
always @(posedge sclk) begin
    if (!reset_n)
        state <= IDLE;
    else
        state <= nstate;
end
always @(*) begin
    case (state)
        IDLE: begin
            if (sample)
                nstate = SAMPLE;
            else
                nstate = IDLE;
        end
        SAMPLE: begin
            if (bit_count == 4'd15)
                nstate = READ_DONE;
            else
                nstate = SAMPLE;
        end
        READ_DONE: begin
            nstate = SEND_FIRST_BYTE;
        end
        SEND_FIRST_BYTE:begin
            nstate = SEND_SECOND_BYTE;
        end
        SEND_SECOND_BYTE:begin
            nstate = DONE;
        end
        DONE:begin
            nstate = IDLE;
        end
        default: begin
            nstate = IDLE;
        end
    endcase
end
always @(*) begin
    case (state)
        IDLE: begin
            write_to_fifo = 0;
            cs_n  = 1;    
            ready = 1;    
            done  = 0;
        end
        SAMPLE: begin
            write_to_fifo = 0;
            cs_n  = 0;    
            ready = 0;    
            done  = 0;
        end
        READ_DONE: begin
            write_to_fifo = 0;
            cs_n  = 1;    
            ready = 0;    
            done  = 0;
        end
       SEND_FIRST_BYTE:begin
            write_to_fifo = 1;
            cs_n  = 1;    
            ready = 0;    
            done  = 0; 
       end
      SEND_SECOND_BYTE:begin
            write_to_fifo = 1;
            cs_n  = 1;    
            ready = 0;    
            done  = 0; 
       end
       DONE: begin
            write_to_fifo = 0;
            cs_n  = 1;    
            ready = 1;    
            done  = 1; 
       end
        default: begin
            cs_n  = 1;
            ready = 1;
            done  = 0;
        end
    endcase
end
endmodule
`timescale 1ns / 1ps
module spi_dac(
    input  wire        sys_clk,        
    input  wire        rst_n,
    output wire        mosi1,
    output reg         sclk,
    output reg         cs_n,
    input  wire        start,
    output reg         done
    );
parameter clk_freq = 100000000;
parameter baud_rate = 115200;   
localparam clkcount = (clk_freq/baud_rate);  
integer count = 0;
always@(posedge sys_clk)
    begin
     if (!rst_n) begin
        count <= 0;
        sclk <= 0;
        end else if(count < clkcount/2)
        count <= count + 1;
        else begin
        count <= 0;
        sclk <= ~sclk;
      end 
end
reg  [3:0]  shiftCounter;
reg  [15:0] temp1, temp2;
reg enShiftCounter;
always @(posedge sclk) begin
    if (!rst_n) begin                
        temp1        <= 16'h0;          
        end
    else if (start) begin
        temp1        <= {4'b0000, 12'hfff};  
  end
end
assign mosi1 = (state == SHIFT_DATA) ? temp1[15-shiftCounter] : 1'b0;
parameter IDLE       = 2'd0,
          SAMPLE     = 2'd1,
          SHIFT_DATA = 2'd2,
          DONE       = 2'd3;
reg [1:0] state, nstate;
always @(posedge sclk) begin
    if (!rst_n)
        state <= IDLE;
    else
        state <= nstate;
end   
always @(*) begin
    case (state)
        IDLE: begin
            if (start)
                nstate = SAMPLE;
            else
                nstate = IDLE;
        end
        SAMPLE: begin
            nstate = SHIFT_DATA;
        end
        SHIFT_DATA: begin
            if (shiftCounter == 4'b1111)
                nstate = DONE;
            else
                nstate = SHIFT_DATA;
        end
        DONE: begin
            nstate = IDLE;
        end
        default: nstate = IDLE;
    endcase
end
always @(*) begin
    case (state)
        IDLE: begin
            done           = 0;
            cs_n           = 1;
            enShiftCounter = 0;
        end
        SAMPLE: begin
            done           = 0;
            cs_n           = 1;
            enShiftCounter = 0;
        end
        SHIFT_DATA: begin
            done           = 0;
            cs_n           = 0;
            enShiftCounter = 1;
        end
        DONE: begin
            done           = 1;
            cs_n           = 1;
            enShiftCounter = 0;
        end
        default: begin
            done           = 0;
            cs_n           = 1;
            enShiftCounter = 0;
        end
    endcase
end
always@(posedge sclk)
begin
case(state)
IDLE, SAMPLE, DONE : shiftCounter <= 0;
SHIFT_DATA : shiftCounter <= shiftCounter + 1;
default : shiftCounter <= 0;
endcase
end
endmodule
module top_wrapper (
    input  wire       clk,
    input  wire       rst_n,
    input  wire       start_sample,    
    input  wire       din1,            
    output wire       cs_n,
    output wire       sclk,
    output wire       dac_sclk,
    output wire       dac_cs,
    output wire       dac_mosi,
    output wire       tx             
);
  wire        write_to_fifo;
  wire [7:0]  adc_data;
  wire        pop_data;       
  wire [7:0]  fifo_in;        
  wire        new_data;       
  wire fifo_empty;
  wire dac_done;
spi_dac u_spi_dac (
    .sys_clk   (clk),
    .rst_n     (rst_n),
    .mosi1     (dac_mosi),
    .sclk      (dac_sclk),
    .cs_n      (dac_cs),
    .start     (start_sample),
    .done      (dac_done)
);
  spi_adc_with_fifo_wr u_spi_adc (
    .clk(clk),
    .reset_n(rst_n),
    .sample(start_sample),
    .din1(din1),
    .cs_n(cs_n),
    .sclk(sclk),
    .write_to_fifo(write_to_fifo),
    .ready(ready),
    .done(adc_done),
    .adc1_dout(adc_data)
  );
  fifo_top u_fifo (
    .rst_n(rst_n),
    .clk(clk),
    .en(start_sample),                   
    .push_in(write_to_fifo),     
    .pop_in(pop_data),           
    .din(adc_data),              
    .dout(fifo_in),              
    .empty(fifo_empty),
    .full(fifo_full)
  );
  uarttx u_uarttx_inst (
    .clk       (clk),
    .rst_n     (rst_n),
    .fifo_empty(fifo_empty),
    .newd      (start_sample),     
    .fifo_in   (fifo_in),      
    .pop_data  (pop_data),     
    .tx        (tx),           
    .donetx    (donetx)        
  );
endmodule
module uarttx
(
input clk,rst_n,
input newd,
input fifo_empty,
input [7:0] fifo_in,
output reg pop_data,
output reg tx,
output reg donetx
);
parameter clk_freq = 100000000;
parameter baud_rate = 115200;   
localparam clkcount = (clk_freq/baud_rate);  
integer count = 0;
reg uclk = 0;
  always@(posedge clk)
    begin
      if(count < clkcount/2)
        count <= count + 1;
      else begin
        count <= 0;
        uclk <= ~uclk;
      end 
end
integer counts = 0;
parameter idle = 0,
          start = 1,
          transfer = 2,
          get_data_from_fifo = 3,
          done     = 4;
reg [2:0] state;
  reg [7:0] din;
  always@(posedge uclk)
    begin
      if(rst_n == 1'b0) 
      begin
        state <= idle;
      end
     else
     begin
     case(state)
       idle:
         begin
           counts <= 0;
           tx     <= 1'b1;
           donetx <= 1'b0;
           pop_data <= 0; 
           if(start== 1'b1 & fifo_empty == 1'b0)
             state <= get_data_from_fifo;
           else
             state <= idle;
         end
         get_data_from_fifo: begin
             din       <= fifo_in;
             pop_data <= 1;  
             state     <= transfer; 
         end
      transfer: begin
         pop_data <= 0; 
        if(counts <= 7) begin
           counts <= counts + 1;
           tx <= din[counts];
           state <= transfer;
        end
        else 
        begin
           counts <= 0;
           tx <= 1'b1;
           state <= idle;
          donetx <= 1'b1;
        end
      end
      default : state <= idle;
    endcase
  end
end
endmodule
</file>
<file path="flow/run.sh">
#!/bin/bash
# OpenROAD 26Q1-2900-gdf79404cd8, Yosys 0.63+post, stock flow scripts
make -C /OpenROAD-flow-scripts/flow DESIGN_CONFIG=/design/flow/config.mk WORK_HOME=/design/flow/orfs finish
</file>
==> results.cfg <==
; synthesis and place-and-route metrics
[final_timing]
untimed_endpoints = 385
min_period_ps = 2830
rsz0062_at_grt = false
final-max-slew-violation-count = 0
finalHoldViolCount = 0
worst_pin_slew_ps = 976
unclocked_pins = 211
whs_ps = 456
fin_crit_sh_pct = 55.4
clock.fmax_ghz = 0.354
tns_ps = 0
slew-limit-headroom_pct = 34.5
setup_viol = 0
fin_skew_ps = 7.88

[drt]
drt_iter0_markers = 589
diodes = 0
viasPerCell = 5.09
drcViolationCount = 0
drt_pass1_iterations = 5
routed_wl_um = 27300
wl_per_cell_um = 13.6
postRouteAntennaNets = 0
vias = 10200

[clock_tree]
clk_latency_ps = 430
postCtsResizedCells = 0
cts_tree = yes
clk_path_buf_depth = 2
clk_pin_slew_ps = 50
cts_root_buf = clkbuf_16
post_cts_buffers = 0
cts.hold.buffers_added = 0
cts_made_buffers = 17
htreeDepth = 4

[setup_path]
critPathLaunchType = flop
path_class = flop to output pin
path_cells = clkdlybuf4s50_1
worst-path-buf-inv = 1
slowest_delay_ps = 790
arrival_ps = 1810
crit_slowest_cell = dfxtp_1
path_delay_family = flip-flops
crit_required_ps = 4080
crit_fanout = 24
setup.worst_path.end_class = output pin
rrSetupSlack_ps = 2980

[synthesis]
synth_cell_types = 60
ys_warn_count = 8
numSynthFlops = 343
netlist_area_mm2 = 0.0154
postSynthAreaPerCell_um2 = 10.2
ff_type = edfxtp_1
ys_area_mm2 = 0.0154
edf_count = 171
syn-instance-count = 1505
async_flop_share_pct = 0
ys_cells = 1505

[layout]
post-route-util_pct = 43.9
area_growth_pct = 7.85
layout_top_cells = 204 x nor2_1, 171 x edfxtp_1, 170 x dfxtp_1
drive_above_1_share_pct = 5.27
mostFrequentLayoutCell = nor2_1
fin_area_mm2 = 0.0166
fillCellCount = 3429

[floorplanning]
fp_util_pct = 40.7
die_w_um = 198
rows = 71
die_area_mm2 = 0.0392
chipHeight_um = 198
core-area_mm2 = 0.0378
ioPinCount = 10

[grt]
first_global_vias = 9724
track_usage_pct = 15.3
grt_max_degree = 70
grt_overflow = 0
antenna_found_initial = 0
grt_pass1_wl_um = 47400

[power_and_ir_drop]
power_density_mw_per_mm2 = 141
p_leak_nw = 5.91
peakVddDrop_mv = 0.218

[place]
hpwl_um = 17900
numPortBuffers = 9
place_congestion = 0.821
place_area_mm2 = 0.0160

[run_status]
status = finished, final reports clean

[flow_run]
maxCapViolCount = 0
warnings = 30

[min_path]
min_path_type = flop to flop
## metrics by stage
step	power, mW	std cells	setup WS (ps)
final	2.34	2010	2270
after global routing	2.42	2010	2140
after CTS	2.37	2010	2230
after detailed placement	1.16	1978	2440
after global placement	1.16	1978	2500
after floorplan	1.14	1505	2730
## power breakdown
| part | total [mW] | switching [mW] | internal, mW |
|---|---|---|---|
| Clock | 1.20 | 0.438 | 0.763 |
| Combinational | 0.0758 | 0.0569 | 0.0189 |
| Sequential | 1.06 | 0.00690 | 1.05 |
| Total | 2.34 | 0.502 | 1.84 |
## synthesized netlist by cell type (3+ instances only)
cell type | number | share of area, %
a21oi_1 | 26 | 0.85
a21oi_2 | 3 | 0.17
a41o_1 | 3 | 0.20
and2_1 | 20 | 0.81
and3_1 | 25 | 1.0
and4_1 | 20 | 1.1
buf_2 | 12 | 0.39
buf_4 | 4 | 0.20
clkbuf_1 | 55 | 1.3
dfxtp_1 | 171 | 22
edfxtp_1 | 171 | 33
ha_1 | 14 | 1.1
inv_1 | 17 | 0.42
mux2i_1 | 57 | 3.7
nand2_1 | 168 | 4.1
nand2_4 | 4 | 0.29
nand2b_1 | 7 | 0.28
nand3_1 | 130 | 4.2
nand4_1 | 55 | 2.2
nand4b_1 | 3 | 0.17
nor2_1 | 206 | 5.0
nor2b_1 | 3 | 0.12
nor3_1 | 22 | 0.72
nor3b_1 | 4 | 0.20
nor4_1 | 30 | 1.2
o21a_1 | 4 | 0.20
o21ai_0 | 67 | 2.2
o21bai_1 | 5 | 0.24
o311a_1 | 3 | 0.20
or2_2 | 3 | 0.12
or3_1 | 6 | 0.24
xnor2_1 | 52 | 3.0
xor2_1 | 100 | 5.7
## routing by layer
metal / share of wire, % / track usage [%] / vias to the layer above / wire length [um]
met5: 0 / 0 / - / 0
met1: 50 / 24.2 / 4795 / 13700
met3: 4.1 / 3.30 / 17 / 1110
met4: 0.58 / 1.21 / 0 / 158
met2: 45 / 23.7 / 151 / 12300
li1: - / - / 5261 / -
## flip-flops by register name, summed over array words and instances (netlist names), 3 cells and up
| name | flops |
|---|---|
| u_spi_dac.count | 32 |
| u_fifo.waddr | 4 |
| u_fifo.mem | 128 |
| u_spi_dac.state | 4 |
| u_spi_adc.bit_count | 4 |
| u_spi_dac.shiftCounter | 4 |
| u_spi_adc.state | 6 |
| u_uarttx_inst.din | 8 |
| u_spi_adc.count | 32 |
| u_spi_adc.adc1_data | 12 |
| u_uarttx_inst.count | 32 |
| u_fifo.count | 32 |
| u_uarttx_inst.counts | 32 |
| u_uarttx_inst.state | 3 |
## worst paths after layout
path	startpoint	endpoint	depth (start not counted)
hold / removal	u_fifo.count[31]	u_fifo.count[31]	2
setup reg to reg	u_uarttx_inst.count[7]	u_uarttx_inst.count[27]	5
hold reg to reg	u_fifo.count[31]	u_fifo.count[31]	2
setup / recovery	u_spi_adc.sclk	sclk	1
## layout make-up
class | count | area [um^2] | share of cell area (%)
multi-input cells | 1073 | 6450 | 38.9
inverters | 18 | 67.6 | 0.408
flip-flops and latches | 343 | 8580 | 51.8
clock inverters | 10 | 133 | 0.800
repair buffers | 33 | 265 | 1.60
clock buffers | 22 | 444 | 2.68
well taps | 511 | 639 | 3.86
## kinds of logic after synthesis
family	Yosys count	share of synthesized area (%)
AND/OR/NAND/NOR	719	22.9
flip-flops	342	55.7
XOR/XNOR	152	8.66
AND-OR/OR-AND	127	4.95
buffers and inverters	89	2.37
multiplexers	61	4.15
adder cells (fa/ha/maj)	14	1.14
latches	1	0.0977
Power is estimated from default activity; no workload was simulated.
